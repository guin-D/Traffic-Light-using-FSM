$ cat design.v
module traffic_light (
	input clk,
	input reset_n,
	input Ta, Tb,
	output reg [2:0] La,
	output reg [2:0] Lb
);
	reg [4:0]  counter_sec;
	reg        counter_reset;
	localparam S0 = 0;  
	localparam S1 = 1;  
	localparam S2 = 2;  
	localparam S3 = 3;  
	localparam GREEN = 3'b101;
	localparam YELLOW = 3'b001;
	localparam RED = 3'b011;
	reg [1:0] current_state;
	reg [1:0] next_state;
	always @(posedge clk, negedge reset_n)
	begin 
		if (~reset_n)
			counter_sec <= 4;
		else
		begin
			if (counter_reset)
				counter_sec <= 4;
			else
				counter_sec <= counter_sec - 1;
		end
	end
	always @(posedge clk, negedge reset_n)
	begin 
		if (~reset_n)
			current_state <= S0;
		else 
			current_state <= next_state;
	end
	always @*
	begin 
		case (current_state)
			S0:
				if(~Ta)
					next_state = S1;
				else
					next_state = S0;
			S1:
				if(counter_sec == 0)
					next_state = S2;
				else
					next_state = S1;
			S2:
				if(~Tb)
					next_state = S3;
				else
					next_state = S2;
			S3:
				if(counter_sec == 0)
					next_state = S0;
				else
					next_state = S3;
			default: next_state = S0;
		endcase
	end
	always @*
	begin
		case (current_state)
			S0:
			begin
				{La, Lb} = {GREEN, RED};
				if (~Ta)
					counter_reset = 1;
			end
			S1:
			begin 
				{La, Lb} = {YELLOW, RED};
				if (counter_sec == 0)
					counter_reset = 1;
				else
					counter_reset = 0;
			end
			S2:
			begin
				{La, Lb} = {RED, GREEN};
				if (~Tb)
					counter_reset = 1;
			end
			S3:
			begin
				{La, Lb} = {RED, YELLOW};
				if (counter_sec == 0)
					counter_reset = 1;
				else
					counter_reset = 0;
			end
			default:
				{La, Lb} = 0;
		endcase
	end
endmodule
$ cat run.sh
#!/bin/bash
# OpenROAD 26Q1-2900-gdf79404cd8, Yosys 0.63+post, stock flow scripts
make -C /OpenROAD-flow-scripts/flow DESIGN_CONFIG=/design/flow/config.mk WORK_HOME=/design/flow/orfs finish
$ cat constraint.sdc
current_design traffic_light

set clk_period 2.1
set clk_io_pct 0.2

create_clock -name clk0 -period $clk_period [get_ports {clk}]

set non_clock_inputs [all_inputs -no_clocks]
set_input_delay [expr $clk_period * $clk_io_pct] -clock clk0 $non_clock_inputs
set_output_delay [expr $clk_period * $clk_io_pct] -clock clk0 [all_outputs]
$ cat config.mk
export PLATFORM = sky130hd
export DESIGN_NAME = traffic_light
export DESIGN_NICKNAME = traffic_light
export VERILOG_FILES = /design/flow/design.v
export SDC_FILE = /design/flow/constraint.sdc
export NUM_CORES = 4
export LEC_CHECK = 1
export CORE_AREA = 10 10 73 73
export DIE_AREA = 0 0 83 83
==> CHANGELOG.md <==
### Physical design

* Status: completed
* Yosys reg bits at 10
* Vias in the first global route at approximately 320
* DRT Pass-1 Iters at 2
* Clock transition at the registers of the reported paths at roughly 0.04 ns
* Final Hold Viols at 0
* Drt drc at 0
* Power density over the cells at 616 mW/mm2
* Core area at 0.00374 mm2
* First-pass GRT wire length at approximately 1.6 mm
* Gr usage total at 0.0263
* Setup CP Type: reg -> out
* Total negative slack at 0 ns
* Final std cells w/o fill at 98
* Pre-Place Util at 0.121
* CP Buf/Inv Count at 1
* I/O pin count at 10
* Largest net degree at the start of global routing at 10
* Placed cells at 94
* Final clock skew at roughly 0.0019 ns
* Final instance area at 612 um2
* Count of tool warnings at 25
* Global placement routability congestion at 0.782
* Cell Area, Placed at 567 um2
* Initial antenna violation count at 0
* Arrival time worst endpoint at 1.51 ns
* Cycle use final at 0.919
* Max Clk Rate at ~520 MHz
* Clock Tree Root: clkbuf_8
* Vias at 315
* Cell count along the critical path at 3
* CP max stage cell: clkdlybuf4s50_1
* R2R cell count at 4
* Yosys cell count at 41
* Chip Area, Yosys at 452 um2
* Fin crit period at slightly below 2 ns
* Peak VDD IR at 0.000128 V
* CTS Buf Count at 3
* Hold_buf cts at 0
* Final wirelength at ~830 um
* Worst reg2reg setup slack at 0.62 ns
* CP top delay family: buffers and inverters
* Final number of setup-violating endpoints at 0
* Type of origin of the critical path: flip-flop
* Max-cap violations at 0
* Port buffer count at 7
* Post-Syn Area per Cell at 11.0 um2
* Reg-to-reg critical path endpoint: current_state[3]$_DFF_PN0_
* DR vias/cell at 3.21
* Area added between synthesis and finish at 35.5%
* RSZ-0062 raised after global routing: false
* Crit Path Max Fanout at 5
* Gate count of the mapped netlist at between 40 and 50
* Max-slew violations at 0
* Mapped Area at 452 um2
* Crit path capture: La[2]
* Worst Path Required at between 1.5 and 2 ns
* Resized cells post-CTS at 0
* Initial DRC count at 18
* Yosys synthesis warning count at 1
* Rows at 22
* Die H at 83 um
* Synth cell types at 22
* Max Buffers Root-to-Sink at 2
* Worst Setup SP: current_state[1]$_DFF_PN0_
* DP HPWL at 623 um
* Endpoints left unconstrained at 1
* DIE AREA at 0.00689 mm2
* CTS tree: yes
* Clk latency of the worst-skew pair at 0.23 ns
* Post-DRT Antenna Nets at 0
* Register pins left without a clock at 1
* Lkg Pwr at between 0.0002 and 0.0003 uW
* ANT cells at 0
* Worst reg2reg path startpoint: counter_sec[0]$_DFF_PN0_
* Drt wl/cell at 8.47 um
* Die Wd at 83 um
* Setup Fix Bufs, Post-CTS at 0
* Crit-path cells: or2_2 -> nor2_1 -> clkdlybuf4s50_1
* Hold WC Path Type: reg -> reg
* Max incr delay on CP at about 0.46 ns
* Overflow after GRT at 0
* H-tree depth at 1
* Share of layout cells above drive strength 1 at 0.160
* CP Capture Type: primary output
[worst min-delay path by stage]
stage | from | slack (ns) | cells after the start | end
finish | counter_sec[0]$_DFF_PN0_ | 0.47 | 1 | counter_sec[0]$_DFF_PN0_
global route | counter_sec[0]$_DFF_PN0_ | 0.50 | 1 | counter_sec[0]$_DFF_PN0_
CTS | counter_sec[0]$_DFF_PN0_ | 0.48 | 1 | counter_sec[0]$_DFF_PN0_
[layout make-up]
| type | instances | area [um2] |
|---|---|---|
| Inverter | 4 | 15.0 |
| Tap cell | 48 | 60.1 |
| Clock buffer | 4 | 45.0 |
| Timing Repair Buffer | 7 | 70.1 |
| Multi-Input combinational cell | 25 | 179 |
| Sequential cell | 10 | 243 |
| Fill cell | 433 | 3130 |
[kinds of logic (layout without fill, tap and decap cells)]
kind of cell,Yosys count,in the layout,share of synthesized area
AND-OR/OR-AND,8,8,0.136
AND/OR/NAND/NOR,12,12,0.172
other,1,2,0.00830
adder cells (fa/ha/maj),1,1,0.0277
buffers and inverters,7,15,0.0748
XOR/XNOR,1,1,0.0194
flip-flops,9,9,0.504
latches,1,1,0.0332
multiplexers,1,1,0.0249
[cells in the mapped netlist (all sizes together)]
cell type / instances / area (um2)
dfrtp: 7 / 175
a22o: 5 / 43.8
inv: 4 / 15.0
nor2: 4 / 15.0
buf: 2 / 15.0
dfstp: 2 / 52.6
nand2b: 2 / 12.5
a21oi: 1 / 5.00
clkbuf: 1 / 3.75
conb: 1 / 3.75
dlxtn: 1 / 15.0
ha: 1 / 12.5
mux2: 1 / 11.3
nor2b: 1 / 6.26
nor3b: 1 / 7.51
nor4b: 1 / 8.76
o21ai: 1 / 5.00
o31ai: 1 / 7.51
or2: 1 / 6.26
or4: 1 / 7.51
or4b: 1 / 13.8
xnor2: 1 / 8.76
[per-layer routing]
metal  track usage  part of all wire
met5             0                 0
met4       0.00154                 0
met3        0.0217              0.11
met2        0.0328              0.38
met1        0.0349              0.50
[state kept, by name (all words and copies together), names as in the netlist]
register and cells:
counter_reset 1, current_state 4, counter_sec 5
[per-stage QoR]
step | hold WS [ns] | setup WS [ns] | utilization | power [uW]
floorplan | 0.124 | 0.719 | - | 180
global placement | 0.452 | 0.417 | 0.151 | 188
detailed placement | 0.469 | 0.400 | 0.151 | 188
CTS | 0.475 | 0.154 | 0.163 | 386
global route | 0.500 | 0.0663 | 0.163 | 399
finish | 0.473 | 0.171 | 0.163 | 377
[placed cells by master (no fill, tap or decap), drive strengths merged]
cell type | Yosys | routed
dfrtp | 7 | 7
clkdlybuf4s50 | 0 | 7
a22o | 5 | 5
nor2 | 4 | 4
inv | 4 | 4
clkbuf | 1 | 4
nand2b | 2 | 2
conb | 1 | 2
dfstp | 2 | 2
or2 | 1 | 1
o31ai | 1 | 1
or4 | 1 | 1
a21oi | 1 | 1
xnor2 | 1 | 1
nor4b | 1 | 1
or4b | 1 | 1
o21ai | 1 | 1
nor2b | 1 | 1
nor3b | 1 | 1
mux2 | 1 | 1
ha | 1 | 1
dlxtn | 1 | 1
[report_power, final]
part | internal, uW | total, uW | switching, uW
Combinational | 5.21 | 10.6 | 5.42
Sequential | 174 | 174 | 0
Clock | 132 | 192 | 60.3
Total | 311 | 377 | 65.7
Power and IR drop assume default switching activity.
